`flow/design.v`:
```
module dm(
    input clk, we,  
    input [15:0] addr,
    input [15:0] d_in,
    output [15:0] d_out
);
    reg [7:0] mem [0:63];
    integer i;
    initial begin
        mem[0] = 8'h12;
        mem[1] = 8'h02;
        mem[2] = 8'h22;
        mem[3] = 8'h20;
        mem[4] = 8'h01;
        for (i = 5; i < 64; i = i + 1)
            mem[i] = 8'h00;
    end
    always @(posedge clk) begin
        if (we) begin
            if (addr > 16'h4 && addr < 16'h003F) begin
                mem[addr] <= d_in[7:0];
                mem[addr+1] <= d_in[15:8];
            end
        end
    end
    assign d_out = (addr < 16'h003F) ? {mem[addr+1], mem[addr]} : 16'h0;
endmodule
```
`flow/run.sh`:
```
#!/bin/bash
# OpenROAD 26Q1-2900-gdf79404cd8, Yosys 0.63+post, stock flow scripts
make -C /OpenROAD-flow-scripts/flow DESIGN_CONFIG=/design/flow/config.mk WORK_HOME=/design/flow/orfs finish
```
`flow/config.mk`:
```
export PLATFORM = sky130hd
export DESIGN_NAME = dm
export DESIGN_NICKNAME = dm
export VERILOG_FILES = /design/flow/design.v
export SDC_FILE = /design/flow/constraint.sdc
export NUM_CORES = 4
export LEC_CHECK = 1
export CORE_UTILIZATION = 50
```
`flow/constraint.sdc`:
```
current_design dm

set clk_period 6.5
set clk_io_pct 0.2

create_clock -name clk0 -period $clk_period [get_ports {clk}]

set non_clock_inputs [all_inputs -no_clocks]
set_input_delay [expr $clk_period * $clk_io_pct] -clock clk0 $non_clock_inputs
set_output_delay [expr $clk_period * $clk_io_pct] -clock clk0 [all_outputs]
```
==> impl_metrics.toml <==
# flow metrics
[clock_tree]
cts_buffer_depth = 3
cts_buffers = 56
post-cts-setup-buffers = 0
h-tree-depth = 2
clkSinkCount = 512
cts.reportedPaths.clkPinSlew_ns = 0.06
cts-root-buf = "sky130_fd_sc_hd__clkbuf_16"
cts_tree = "yes"
cts_hold_buf = 0

[floorplanning]
die_w_um = 254
fp-row-count = 91
die_h_um = 254
io-pin-count = 50
floorplan.die_area_um2 = 64300
fp_density_pct = 50.9
core_area_um2 = 62200

[layout]
biggestRegsByFlops = "mem: 512 flops"
largest_register_ff_count = 512
areaGrowthSynthToFinish_pct = 12.7
fill_count = 5028
layout-drive-gt1-share_pct = 41.7
finalNonFillerCells = 3396
register_with_the_highest_flop_count = "mem"

[power_and_ir_drop]
irDropWorstVdd_uv = 217
power.density_cell_area_nw_per_um2 = 226
static-leakage-power_nw = 12.2
power_w = 0.00806

[sta]
rsz0062_at_grt = "false"
report.final.slew_viol_count = 0
timing.max_slew.rel_slack_pct = 18.2
period_minus_slack_ns = 6.46
hold_slack_ns = 1.34
timing.final.ws_setup_ns = 0.0357
setup_viol_count_final = 0
final_hold_viols = 0
setup_tns_ns = 0
worst-slew-pin-transition_ns = 1.22
achievable-frequency_mhz = 155
min_period_over_period_pct = 99.5

[placed_design]
port-buffer-count = 49
place.gp.congestion = 1.10
dp.final_hpwl_um = 93600
place.detailed.instances = 3290
preCtsSetupSlack_ns = 0.159

[synth]
top_cell = "sky130_fd_sc_hd__mux2_2"
ys_area_um2 = 31700
post_synth_most_frequent_cells = "sky130_fd_sc_hd__mux2_2, sky130_fd_sc_hd__edfxtp_1, sky130_fd_sc_hd__clkbuf_1"
synth.avg_cell_area_um2 = 12.9
postSynthSeqShare_pct = 48.6
netlist.area_leader.share_pct = 48.6
syn_area_um2 = 31700
ys_dominant_reg_cell = "sky130_fd_sc_hd__edfxtp_1"
netlist_instances = 2461
ys_ff = 512
synth.yosys.num_cells = 2461
top_cells_by_area = "sky130_fd_sc_hd__edfxtp_1, sky130_fd_sc_hd__mux2_2, sky130_fd_sc_hd__mux4_2, sky130_fd_sc_hd__mux2i_1, sky130_fd_sc_hd__clkbuf_1"
synth.lib_cells_used.distinct = 81
post_synth_arst_share_pct = 0
synth_area_leader_cell = "sky130_fd_sc_hd__edfxtp_1"
enable_flop_cells = 512
yosys_warnings = 1

[global_route]
grt_usage_pct = 46.4
globalRouteOverflowTotal = 0
antenna_violations_before_repair = 9
pin_count_of_the_biggest_net_entering_global_routing = 107
grt_pass1_wl_um = 190000
via_count_of_the_first_global_routing_pass = 24300

[routing]
drtAntennaViolNets = 0
post_drt_wl_per_cell_um = 40.1
routed_vias = 24400
post-route-drc-count = 0
initialDrtViolationCount = 2452
detail_route.wirelength_um = 136000
viasPerCell = 7.18
drtPass1Iterations = 8

[worst_hold_path]
worstHoldPathType = "input pin to register"
timing.hold.worst.start = "d_in[15]"

[critical_path]
start_kind = "input pin"
startpoint = "addr[1]"
critPathKind = "input pin to output pin"
critical_path.max_fanout = 23
crit_required_ns = 5.20
critical_path.endpoint_type = "output pin"
timing.critical_path.arrival_ns = 5.16

[job]
cap_violations = 0
stage_log_warnings = 30

[run_status]
run_status = "complete, no violations"
critical path, stage by stage:
cell and delay [ns]:
sky130_fd_sc_hd__buf_4 0.33, sky130_fd_sc_hd__inv_2 0.10, sky130_fd_sc_hd__ha_4 0.54, sky130_fd_sc_hd__buf_4 0.39, sky130_fd_sc_hd__nand2_1 0.12, sky130_fd_sc_hd__buf_4 0.23
sky130_fd_sc_hd__o221ai_1 0.22, sky130_fd_sc_hd__a21oi_1 0.15, sky130_fd_sc_hd__a2111oi_0 0.78, sky130_fd_sc_hd__buf_4 0.22, sky130_fd_sc_hd__o32a_1 0.24, sky130_fd_sc_hd__clkdlybuf4s50_1 0.50
report_power, final:
group	internal [W]	switching (W)	total, W
Combinational	0.000434	0.000780	0.00121
Sequential	0.00363	0.0000000730	0.00363
Clock	0.00186	0.00136	0.00322
Total	0.00592	0.00214	0.00806
layer usage:
| layer | GRT usage, % | routed length, um | vias to the layer above |
|---|---|---|---|
| li1 | - | - | 9879 |
| met1 | 64.0 | 49400 | 12300 |
| met2 | 63.7 | 58700 | 1724 |
| met3 | 24.3 | 19800 | 437 |
| met4 | 21.0 | 8250 | 12 |
| met5 | 0.849 | 149 | - |
timing repair:
| item | in CTS | in global routing |
|---|---|---|
| setup endpoints to repair | 0 | 1 |
| gates resized | 0 | 1 |
| endpoints found under the hold margin | 0 | 0 |
placed cells by master, fill, tap and decap left out, types with 35 or more instances in the layout:
cell type	n
sky130_fd_sc_hd__nand2_2	54
sky130_fd_sc_hd__nand2_1	156
sky130_fd_sc_hd__mux2i_1	132
sky130_fd_sc_hd__clkbuf_16	58
sky130_fd_sc_hd__edfxtp_1	512
sky130_fd_sc_hd__mux2_2	566
sky130_fd_sc_hd__buf_4	205
sky130_fd_sc_hd__o22ai_1	35
sky130_fd_sc_hd__a221oi_1	73
sky130_fd_sc_hd__o21ai_0	87
sky130_fd_sc_hd__mux4_2	91
sky130_fd_sc_hd__nor2_1	59
sky130_fd_sc_hd__nand3_1	68
sky130_fd_sc_hd__a21oi_1	58
cells by family after synthesis:
| group | after synthesis | synth area share (%) |
|---|---|---|
| muxes | 791 | 30.9 |
| xor gates and xnor gates | 6 | 0.190 |
| AOI/OAI and AO/OA | 431 | 9.78 |
| buffers and inverters | 279 | 3.56 |
| DFF | 512 | 48.6 |
| and+or+nand+nor | 440 | 6.97 |
| adders and majority gates | 2 | 0.0790 |
path summary, 6_finish.rpt:
check	end	slack [ns]	cells after the start
min	mem[20][7]	1.34	2
max	d_out[10]	0.04	12
area by class of cell:
cell class                      instances  area [um^2]  share of cell area, %
Antenna cell                            5         12.5                 0.0351
Multi-Input combinational cell       1670        15200                   42.7
Inverter                                7         26.3                 0.0736
Timing Repair Buffer                  264         2170                   6.07
Tap cell                              837         1050                   2.93
Sequential cell                       512        15400                   43.1
Clock inverter                         32          325                  0.912
Clock buffer                           69         1490                   4.18
per-stage QoR:
stage	instance area (um^2)	util [%]
final	35700	57.4
after global routing	35700	57.4
after CTS	35700	57.4
after detailed placement	33800	54.4
after global placement	33800	54.4
after floorplan	31700	-
No activity file was given, so power comes from the tool's default toggle rates.
