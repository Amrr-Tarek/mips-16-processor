`design/flow/design.v`:
```
module rf(
    input clk, reg_write,
    input [2:0] rs, rt, rd,
    input [15:0] write_data,
    output reg [15:0] read_rs, read_rt
);
    reg [15:0] v0;
    reg [15:0] a0;
    reg [15:0] a1;
    reg [15:0] t0;
    reg [15:0] t1;
    reg [15:0] s0;
    reg [15:0] s1;
    initial begin
        v0 = 16'h0000;
        a0 = 16'h0000;
        a1 = 16'h0000;
        t0 = 16'h0000;
        t1 = 16'h0000;
        s0 = 16'h0000;
        s1 = 16'h0000;
    end
    always @(posedge clk) begin
        if (reg_write) begin
            case (rd)
                3'b000: ;  
                3'b001: v0 <= write_data;
                3'b010: a0 <= write_data;
                3'b011: a1 <= write_data;
                3'b100: t0 <= write_data;
                3'b101: t1 <= write_data;
                3'b110: s0 <= write_data;
                3'b111: s1 <= write_data;
            endcase
        end
    end
    always @(*) begin
        case (rs)
            3'b001: read_rs = v0;
            3'b010: read_rs = a0;
            3'b011: read_rs = a1;
            3'b100: read_rs = t0;
            3'b101: read_rs = t1;
            3'b110: read_rs = s0;
            3'b111: read_rs = s1;
            default: read_rs = 16'h0000;
        endcase
        case (rt)
            3'b001: read_rt = v0;
            3'b010: read_rt = a0;
            3'b011: read_rt = a1;
            3'b100: read_rt = t0;
            3'b101: read_rt = t1;
            3'b110: read_rt = s0;
            3'b111: read_rt = s1;
            default: read_rt = 16'h0000;
        endcase
    end
endmodule
```
`design/flow/run.sh`:
```
#!/bin/bash
# OpenROAD 26Q1-2900-gdf79404cd8, Yosys 0.63+post, stock flow scripts
make -C /OpenROAD-flow-scripts/flow DESIGN_CONFIG=/design/flow/config.mk WORK_HOME=/design/flow/orfs finish
```
`design/flow/config.mk`:
```
export PLATFORM = sky130hd
export DESIGN_NAME = rf
export DESIGN_NICKNAME = rf
export VERILOG_FILES = /design/flow/design.v
export SDC_FILE = /design/flow/constraint.sdc
export NUM_CORES = 4
export LEC_CHECK = 1
export CORE_UTILIZATION = 30
```
`design/flow/constraint.sdc`:
```
current_design rf

set clk_period 4.6
set clk_io_pct 0.2

create_clock -name clk0 -period $clk_period [get_ports {clk}]

set non_clock_inputs [all_inputs -no_clocks]
set_input_delay [expr $clk_period * $clk_io_pct] -clock clk0 $non_clock_inputs
set_output_delay [expr $clk_period * $clk_io_pct] -clock clk0 [all_outputs]
```
==> reports/metrics.yaml <==
slowest_delay_ns: 0.58
crit_top_cell: "clkdlybuf4s50_1"
die_h_um: 135
antenna_cells: 0
power_density_nw_per_um2: 333
synth_seq_share_pct: 63.2
cts_tree: "done"
ys_area_um2: 5320
grt_pass1_vias: 3664
port_buffers: 58
cts_sinks: 112
pin_count: 59
synth_area_per_cell_um2: 15.9
relSlewSlack_pct: 46.1
critPathMaxFanout: 10
endpoint_kind: "primary output"
p_total_w: 0.00213
final_cell_mix: "edfxtp_1, clkdlybuf4s50_1, mux2i_1"
grt_max_degree: 29
path_cells: "clkdlybuf4s50_1 -> inv_1 -> nand2_2 -> o221ai_1 -> clkdlybuf4s50_1"
syn-cell-area_um2: 5320
maxSlewViolCount: 0
path_class: "in -> out"
fin_area_um2: 6380
cts_root_buf: "clkbuf_16"
maxCapViolations: 0
critPathTopFamily: "buffers and inverters"
cp.required_ns: 3.68
yosysTopAreaCellShare_pct: 63.2
dpl-instance-area_um2: 6120
period_needed_ns: 3.97
htreeDepth: 3
drc: 0
cp.arrival_ns: 3.05
initial_core_util_pct: 30.8
synth_cell_types: 32
top_area_cell: "edfxtp_1"
hold_class: "in -> reg"
max_freq_mhz: 252
hold_buffers: 0
ys_cells: 335
rsz0062_at_grt: "false"
cp-start-kind: "input port"
wirelength_mm: 13.8
core_um2: 17300
area_delta_synth_final_pct: 19.9
grt_pass1_wl_mm: 20.6
fin_setup_tns_ns: 0
drtPass1Iterations: 5
antenna_found_initial: 0
worst_path_max_delay_cell: "clkdlybuf4s50_1"
dieArea_um2: 18300
ff_latch_area_um2: 3360
gp_congestion: 0.817
synth_flops: 112
wl_per_cell_um: 22.0
post_cts_resize_count: 0
placementRows: 48
clock_path_buffers: 2
finalSetupViolations: 0
dpl.hpwl_mm: 8.44
tightest_slew_ns: 0.808
cts_made_buffers: 9
fin_cells: 627
leakage_nw: 2.13
path_clk_slew_ns: 0.07
place_inst: 611
finalClockPeriodUsage_pct: 86.3
vias_per_cell: 5.38
layout-drive-gt1-share_pct: 18.2
drt_iter0_markers: 244
logic_area_um2: 1770
vias: 3372
fillers: 1618
warnings: 25
cts_setup_buffers: 0
grt_overflow: 0
antenna_left: 0
die_w_um: 135
grt.total_usage_pct: 16.3
hold_viol: 0
whs_ns: 1.28
postSynthCellCount: 335
peakVddDrop_uv: 178
cp_num_buf_inv: 3
layout_top_cell: "edfxtp_1"
ys_top_cells_by_area: "edfxtp_1, mux2i_1, mux2_2, a32oi_1, mux2_4"
status: "finished, final reports clean"
synth_warnings: 1
-- flip-flops by register name (all words and copies together) (netlist names) --
register and count:
a0 16, a1 16, s0 16, s1 16, t0 16, t1 16
v0 16
-- final timing paths --
check     endpoint     startpoint  slack (ns)  depth (start not counted)
max    read_rt[15]          rt[1]        0.63                          5
min          a1[8]  write_data[8]        1.28                          1
-- metal layers --
metal	up-vias	share of wire (%)	GRT usage [%]
li1	1524	-	-
met1	1641	42	22.6
met2	191	45	23.7
met3	16	11	8.71
met4	0	1.6	2.93
met5	-	0	0
-- power by group --
part	internal, W	leakage (nW)	switching, W
sequential	0.00116	1.02	0.0000146
combinational	0.000136	0.985	0.000128
clock	0.000362	0.130	0.000329
total	0.00166	2.13	0.000472
-- cell usage after synthesis (all sizes together) --
cell type	count
and2b	1
nor3b	2
o221ai	17
a221oi	2
clkbuf	4
and2	2
nand2b	6
a21oi	6
a211oi	1
a21o	1
nor3	1
a22oi	8
nand2	12
a32oi	29
buf	21
mux2i	47
nor2b	1
o211ai	12
nor2	8
o21ai	1
mux4	2
a211o	5
inv	1
edfxtp	112
mux2	33
-- area by class of cell --
class	count	area share (%)
Clock buffer	11	3.65
Tap cell	225	4.41
Clock inverter	5	0.373
Sequential cell	112	52.7
Multi-Input combinational cell	197	27.7
Timing Repair Buffer	76	11.1
Inverter	1	0.0588
-- through the flow --
step | util [%] | worst slack (ns)
final | 36.9 | 0.628
after global routing | 36.9 | 0.491
after CTS | 36.9 | 0.612
after detailed placement | 35.4 | 0.621
after global placement | 35.4 | 0.623
after floorplan | - | 1.94
-- logic make-up after synthesis --
| group | synth area share (%) |
|---|---|
| flip-flops | 63.2 |
| AND-OR/OR-AND | 12.5 |
| multiplexers | 17.4 |
| AND/OR/NAND/NOR | 3.27 |
| buffers and inverters | 3.67 |
Power figures rest on the tool's default switching activity, not on a simulated workload.
